===== flow/config.mk =====
export PLATFORM = sky130hd
export DESIGN_NAME = ksa_init
export DESIGN_NICKNAME = ksa_init
export VERILOG_FILES = /design/flow/design.v
export SDC_FILE = /design/flow/constraint.sdc
export NUM_CORES = 4
export LEC_CHECK = 1
export CORE_AREA = 10 10 70 70
export DIE_AREA = 0 0 80 80

===== flow/constraint.sdc =====
current_design ksa_init

set clk_period 3.2
set clk_io_pct 0.2

create_clock -name clk0 -period $clk_period [get_ports {clk}]

set non_clock_inputs [all_inputs -no_clocks]
set_input_delay [expr $clk_period * $clk_io_pct] -clock clk0 $non_clock_inputs
set_output_delay [expr $clk_period * $clk_io_pct] -clock clk0 [all_outputs]

===== flow/design.v =====
module ksa_init (
    input  logic        clk,            
    input  logic        reset,          
    input  logic        start,          
    output logic [7:0]  s_address,      
    output logic [7:0]  s_data,         
    output logic        s_wren,         
    output logic        INIT_FINISHED   
);
    typedef enum logic [1:0] {
        IDLE,
        WRITING,
        DONE
    } state_t;
    state_t       state, next_state;
    logic [7:0]   count;
    always_ff @(posedge clk or posedge reset) begin
        if (reset) begin
            state <= IDLE;
            count <= 8'd0;
        end else begin
            state <= next_state;
            if (state == WRITING && count != 8'hFF)
                count <= count + 1;
        end
    end
    always_comb begin
        next_state    = state;
        s_address     = count;
        s_data        = count;
        s_wren        = 1'b0;
        INIT_FINISHED = 1'b0;
        case (state)
            IDLE: begin
                if (start)
                    next_state = WRITING;
            end
            WRITING: begin
                s_wren = 1'b1;
                if (count == 8'hFF)
                    next_state = DONE;
            end
            DONE: begin
                s_wren        = 1'b0;
                INIT_FINISHED = 1'b1;
            end
        endcase
    end
endmodule

===== flow/run.sh =====
#!/bin/bash
# OpenROAD 26Q1-2900-gdf79404cd8, Yosys 0.63+post, stock flow scripts
make -C /OpenROAD-flow-scripts/flow DESIGN_CONFIG=/design/flow/config.mk WORK_HOME=/design/flow/orfs finish

==> out/qor.txt <==
Setup WS pre-CTS: 1.53 ns
Finished Cell Area: 796 um2
global placement routability congestion: 0.787
Vias/cell: 3.80
Final Util: 0.233
cell family with most CP delay: buffers and inverters
Synth Instances: 53
post-CTS resize count: 0
Leakage Power: 0.336 nW
Clock Sinks: 11
Fillers: 384
quantity of hold-fixing buffers added after cts: 0
yosys warns: 1
Final Skew: 0.00619 ns
post-route ant nets: 0
tool warning count: 25
Yosys Chip Area: 571 um2
Yosys reg bits: 11
most numerous logic cells after layout: clkdlybuf4s50_1, dfrtp_1, nand3_1
core area: 3420 um2
vias in the first global route: 430
CTS tree: built
Post-synth seq share: 0.485
hold path start: state[1]
Gate power share: 0.022
Internal: 0.187 mW
Max stage delay on crit path: 0.53 ns
Worst-path clk slew: 0.07 ns
critical path's slowest cell: clkdlybuf4s50_1
Critical Path Source Type: flip-flop
status: complete, no violations
worst reg2reg path startpoint: count[0]
total grt overflow: 0
Die W: 80 um
setup tns final: 0 ns
Final min period: 1.95 ns
I/O pin cnt: 21
Final Max Slew Viols: 0
DRT iter0 DRCs: 20
Critical path origin: count[4]
syn avg cell area: 10.8 um2
Initial Util: 0.167
final worst setup slack: 1.25 ns
Setup Fix Bufs, Post-CTS: 0
H-tree depth: 1
CP Max Fanout: 10
RSZ-0062 raised after global routing: no
Pwr per Cell Area: 297 nW/um2
sequential share of power: 0.588
clock power share: 0.390
Worst-Skew Late Latency: 0.27 ns
Die H: 80 um
dpl hpwl: 1020 um
CP Cell Sequence: clkdlybuf4s50_1
Crit. End Element: primary output
DR vias: 437
DRC violations left: 0
largest net degree at the start of global routing: 12
die area: 6400 um2
First-pass DRT Iterations: 3
Switching Share: 0.207
Num CTS Buffers: 3
wire per inst: 10.9 um
Hold Vio Cnt, Final: 0
gr usage total: 0.0392
Setup Crit Path Kind: reg2out
Total Power: 0.236 mW
Cell variety after synth: 25
switching pwr: 0.0488 mW
initial antenna violation count: 0
Worst IR Drop VDD: 0.144 mV
Least-Margin Pin Slew: 0.423 ns
HP Class: reg2reg
first-pass GRT wire length: 2040 um
Buf/Inv on CP: 1
clk buf depth: 2
Mapped Area: 571 um2
FP Rows: 21
placed instance area: 768 um2
aggregate routed wire length: 1260 um
critical path required time: 2.56 ns
number of inserted diodes: 0
IO Port Bufs: 20
synthesis-to-layout area growth: 39.5%
# Max-Cap Violations: 0
layout cells sized above 1: 0.130
clock root cell: clkbuf_4
fin crit share: 0.608
most used logic cell in the final layout: clkdlybuf4s50_1
Crit path arrival time: 1.31 ns
ys cells: 53
Worst slew margin: 0.718
Fmax: 514 MHz
Final setup viols: 0
## Yosys cell counts, drive strengths merged
library cell | n | share of area
dfrtp | 10 | 0.44
buf | 8 | 0.11
nand3 | 6 | 0.053
nand2 | 3 | 0.020
a211oi | 2 | 0.026
a21oi | 2 | 0.018
a41oi | 2 | 0.031
and4 | 2 | 0.035
mux2 | 2 | 0.039
nor2 | 2 | 0.013
nor2b | 2 | 0.022
a21o | 1 | 0.013
a31oi | 1 | 0.011
dfstp | 1 | 0.046
ha | 1 | 0.022
inv | 1 | 0.0066
nand2b | 1 | 0.011
nand4 | 1 | 0.022
nor3 | 1 | 0.0088
o21a | 1 | 0.013
o21ai | 1 | 0.015
xnor2 | 1 | 0.015
xor2 | 1 | 0.015
## metrics by stage
stage	cells	hold slack, ns
after floorplan	53	0.404
after global placement	111	0.446
after detailed placement	111	0.454
after CTS	115	0.482
after global routing	115	0.505
final	115	0.474
## worst paths after layout
check	slack, ns	end	cells past startpoint
max	1.25	s_data[4]	1
min	0.47	state[1]	1
max reg2reg	1.66	count[1]	4
min reg2reg	0.47	state[1]	1
max in group asynchronous	2.22	state[0]	2
min in group asynchronous	0.66	count[0]	2
## power groups by stage
stage	Combinational, mW	Sequential, mW	Clock, mW
finish	0.00521	0.139	0.0920
CTS	0.00539	0.139	0.0948
global route	0.00583	0.139	0.104
## flip-flops by register name (all words and copies together) (netlist names)
signal and count:
count 8, state 3
## kinds of logic (layout without fill, tap and decap cells)
family,after synthesis,count (layout),synth area share
AOI/OAI and AO/OA,10,10,0.127
xor gates and xnor gates,2,2,0.0307
adders and majority gates,1,1,0.0219
buffers and inverters,9,25,0.112
DFF,11,11,0.485
muxes,2,2,0.0395
and+or+nand+nor,18,18,0.184
## layout make-up
cell class	count	area, um2	share of cell area
flip-flops and latches	11	277	0.347
multi-input cells	33	230	0.289
repair buffers	20	200	0.252
well taps	46	57.6	0.0723
clock buffers	3	22.5	0.0283
clock inverters	1	5.00	0.00629
inverters	1	3.75	0.00472
## per-layer routing
layer  wire length (um)  GRT usage
met5                  0          0
met4                  0          0
met3                166     0.0261
met2                545     0.0578
met1                544     0.0496
Power figures rest on the tool's default switching activity, not on a simulated workload.
